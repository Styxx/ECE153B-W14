## flow/config.mk

```make
export PLATFORM = sky130hd
export DESIGN_NAME = debouncer
export DESIGN_NICKNAME = debouncer
export VERILOG_FILES = /design/flow/design.v
export SDC_FILE = /design/flow/constraint.sdc
export NUM_CORES = 4
export LEC_CHECK = 1
export CORE_AREA = 10 10 70 70
export DIE_AREA = 0 0 80 80
```

## flow/constraint.sdc

```tcl
current_design debouncer

set clk_period 1.2
set clk_io_pct 0.2

create_clock -name clk0 -period $clk_period [get_ports {clock}]

set non_clock_inputs [all_inputs -no_clocks]
set_input_delay [expr $clk_period * $clk_io_pct] -clock clk0 $non_clock_inputs
set_output_delay [expr $clk_period * $clk_io_pct] -clock clk0 [all_outputs]
```

## flow/design.v

```verilog
module debouncer (button,clock,out);
	input wire clock, button;
	output reg out;
	reg [7:0] shift;
	always @ (posedge clock) begin
		shift[7:0] <= {shift[6:0],button};  
		if(shift[7:0] == 8'b10000000)
	  		out <= 1'b0;
		else if(shift[7:0] == 8'b01111111)
	  		out <= 1'b1;
		else out <= 1'b1;
	end
endmodule
```

## flow/run.sh

```bash
#!/bin/bash
# OpenROAD 26Q1-2900-gdf79404cd8, Yosys 0.63+post, stock flow scripts
make -C /OpenROAD-flow-scripts/flow DESIGN_CONFIG=/design/flow/config.mk WORK_HOME=/design/flow/orfs finish
```

==> changes_impl.md <==
### Implementation results

* Via density at 1.64
* Drt first pass iters at 2
* Die X at 80 um
* Yosys cell types at 4
* H-tree levels at 1
* Clock buffer count from CTS at 3
* Worst clock skew at 6.80 ps
* Avg Inst Size Synth at 17.1 um2
* Log Warnings at 25
* Final setup vio count at 0
* RD Place Congestion at 0.597
* Core Util, Final at 9.01%
* Startpoint Class: register
* P&R area growth vs syn at 50.0%
* Fillcell total at 402
* Remaining DRCs at 0
* Core area at 0.00342 mm2
* # Post-CTS Setup Buffers at 0
* CP delay by family, top: flip-flops
* Final worst path period share at 87.1%
* Crit-path max cell delay at 290 ps
* Total GRT Usage at 1.14%
* Clk buf depth at 2
* Worst setup EP type: primary output
* Root Driver: clkbuf_4
* Post-synth regs at 9
* Slew headroom at 84.9%
* Pin count of the biggest net entering global routing at 6
* Top cells, area: dfxtp_1 (88%), nor4b_2 (7.3%), nor4_1 (3.0%)
* RSZ-0062 raised after global routing: no
* Sink Count at 9
* CP required at 960 ps
* Clk ins delay skew pair at 260 ps
* Status: finished clean
* Area leader, netlist: dfxtp_1
* # Cells Yosys at 12
* Register Area at 180 um2
* Clock slew at reported path FFs at 60 ps
* Pleak at 0.0997 nW
* CTS tree: built
* Yosys synthesis warning count at 1
* Final hold violations at 0
* Diodes inserted at 0
* Synth Seq Share at 87.8%
* Max-area cell share at 87.8%
* Vias at 105
* Wirelength per Cell at 4.73 um
* Initial antenna violation count at 0
* DRT antenna net count at 0
* F_max at 956 MHz
* Worst-Margin Slew at 224 ps
* Crit path time final at 1050 ps
* Post-Syn Instances at 12
* Total negative setup slack at 0 ps
* Hold crit path type: reg2reg
* Worst path bufs/invs at 1
* Share of cells above drive strength 1 at 22.2%
* Mapped cell area at 205 um2
* Crit-path cells: dlygate4sd2_1
* Floorplan utilization at 6.01%
* Slew Viols, Final at 0
* 1st-iter DRT viols at 1
* Cell Pwr Density at 1810 mW/mm2
* Critical path launch point: out
* Die height at 80 um
* Critical path type: reg2out
* Final wirelength at 303 um
* Row Count at 21
* Num ports at 3
* Yosys stat area at 205 um2
* Reg2reg start: shift[5]
* Logic area at 25.0 um2
* CP max stage cell: dfxtp_1
* # hold bufs at CTS at 0
* WP data arrival at 810 ps
* Vias in the first global route at 131
* First-pass GRT wire length at 538 um
* Congestion Overflow GR at 0
* Total die size at 0.00640 mm2
* VDD IR max at 0.00102 V
* Hold_sp: shift[3]
* CP max FO at 1
* Max Cap Viol at 0
* Port bufs at 2
cell usage in the layout (no fill, tap or decap):
cell type        netlist  layout
clkbuf_1               0       1
nand2_1                1       1
nor4_1                 1       1
clkbuf_4               0       3
dlygate4sd2_1          0       1
dfxtp_1                9       9
clkdlybuf4s50_1        0       1
nor4b_2                1       1
cell usage after synthesis:
| library cell | number |
|---|---|
| nand2_1 | 1 |
| nor4_1 | 1 |
| dfxtp_1 | 9 |
| nor4b_2 | 1 |
layout make-up:
class,count,area share (%)
sequential,9,58.5
clock buffer,4,8.54
timing repair buffer,2,6.10
multi-input combinational,3,8.13
tap,46,18.7
state kept, by name (all words and copies together) (netlist names):
signal / flops
out: 1
shift: 8
path summary, 6_finish.rpt:
kind / end / slack (ps) / depth (start not counted)
setup / recovery: out / 150 / 1
hold / removal: shift[4] / 350 / 0
setup reg to reg: out / 430 / 2
hold reg to reg: shift[4] / 350 / 0
kinds of logic after synthesis:
group         synth area share, %
flops                        87.8
simple gates                 12.2
report_power, final:
group / switching [mW] / internal, mW / total, mW
Clock: 0.101 / 0.128 / 0.229
Combinational: 0.000933 / 0.00473 / 0.00566
Sequential: 0.00730 / 0.313 / 0.321
routing by layer:
| metal | share of wire (%) | routed length, um | global-route usage [%] |
|---|---|---|---|
| met3 | 14 | 41 | 1.36 |
| met4 | 2.6 | 8 | 0.528 |
| met2 | 26 | 78 | 1.12 |
| met5 | 0 | 0 | 0 |
| met1 | 58 | 175 | 1.35 |
per-stage QoR:
step	hold slack [ps]	worst slack, ps	std cells	cell area (um2)	power [mW]
floorplan	268	477	12	205	0.327
global placement	336	181	60	283	0.331
detailed placement	342	174	60	283	0.333
CTS	351	143	64	308	0.561
global route	364	110	64	308	0.588
finish	350	154	64	308	0.556
timing repair:
item,4_1_cts,5_1_grt
setup endpoints to repair,1,0
hold endpoints to repair,0,0
gates resized,1,0
No activity file was given, so power comes from the tool's default toggle rates.
