===== ./design.v =====
module stridyULTIMATE(add, strobe, ready, clk, out);
  input wire [11:0] add;
  input wire clk;
  input wire strobe;
  output reg ready;
  output reg out;
  reg enable;
  reg [15:0] counter;
  reg [15:0] period;
  parameter 	ready_shift1	=	5'b00000;
  parameter		shift1		=	5'b00001;
  parameter		ready_shift0	=	5'b00010;
  parameter		shift0		=	5'b00011;
  parameter		ready_intr0	=	5'b00100;
  parameter		intr0		=	5'b00101;
  parameter		ready_intr1	=	5'b00110;
  parameter		intr1		=	5'b00111;
  parameter		gucci		=	5'b01000;
  parameter		send_intr	=	5'b01001;
  parameter		pre_shift1	=	5'b01010;
  parameter		pre_shift0	=	5'b01011;
  parameter		pre_intr0	=	5'b01100;
  parameter		pre_intr1	=	5'b01101;
  parameter		mid_shift1	=	5'b01110;
  parameter		mid_shift0  	=	5'b01111;
  parameter		mid_intr0	=	5'b10000;
  parameter		mid_intr1	=	5'b10001;
  reg [3:0] state = gucci;
  always @(negedge clk)begin
    case(state)
      gucci:   
        begin
          ready <= 1'bz;
		  out <= 1;
		  counter <= 0;
			if((add[11:0] == 12'h10d)&&(~strobe)) begin   
				enable <= 1;
				state <= pre_intr1;
			end
			else if((add[11:0] == 12'h10c)&&(~strobe))begin   
				enable <= 0;
				state <= pre_intr0;
			end
			else if((add[11:0] == 12'h10e)&&(~strobe))begin   
				period <= period << 1;
				period[0] <= 0;
				state <= pre_shift0;
			end
			else if((add[11:0] == 12'h10f)&&(~strobe)) begin   
				period <= period << 1;
				period[0] <= 1;
				state <= pre_shift1;
			end
		end
		pre_shift1:
			begin
				state <= mid_shift1;
			end
		mid_shift1:
			begin
				state <= shift1;
			end
		shift1:  
			begin
				ready <= 1'b0;
				state <= ready_shift1;
			end
		ready_shift1:  
			begin
	            		ready <= 1'b1;
				state <= gucci;
			end
		pre_shift0:
			begin
				state <= mid_shift0;
			end
		mid_shift0:
			begin
				state <= shift0;
			end
		shift0:  
			begin
				ready <= 1'b0;
				state <= ready_shift0;
			end
		ready_shift0:  
			begin
				ready <= 1'b1;
				state <= gucci;
			end
		pre_intr1:
			begin
				state <= mid_intr1;
			end
		mid_intr1:
			begin
				state <= intr1;
			end
		intr1:  
			begin
				ready <= 1'b0;
				state <= ready_intr1;
			end
		ready_intr1: 
			begin
                		ready <= 1'b1;
				state <= gucci;
			end
		pre_intr0:
			begin
				state <= intr0;
			end
		intr0:
			begin
				ready <= 1'b0;
				state <= ready_intr0;
			end
		ready_intr0:
			begin
				ready <= 1'b1;
				state <= gucci;
			end
    endcase
	if(enable) begin
		counter <= counter + 1;
	end
	if(counter == period) begin
		counter <= 0;
		out <= 0;
	end
	else begin
		out <= 1;
	end
  end
endmodule

===== ./config.mk =====
export PLATFORM = sky130hd
export DESIGN_NAME = stridyULTIMATE
export DESIGN_NICKNAME = stridyULTIMATE
export VERILOG_FILES = /design/flow/design.v
export SDC_FILE = /design/flow/constraint.sdc
export NUM_CORES = 4
export LEC_CHECK = 1
export CORE_UTILIZATION = 50

===== ./run.sh =====
#!/bin/bash
# OpenROAD 26Q1-2900-gdf79404cd8, Yosys 0.63+post, stock flow scripts
make -C /OpenROAD-flow-scripts/flow DESIGN_CONFIG=/design/flow/config.mk WORK_HOME=/design/flow/orfs finish

===== ./constraint.sdc =====
current_design stridyULTIMATE

set clk_period 3.2
set clk_io_pct 0.2

create_clock -name clk0 -period $clk_period [get_ports {clk}]

set non_clock_inputs [all_inputs -no_clocks]
set_input_delay [expr $clk_period * $clk_io_pct] -clock clk0 $non_clock_inputs
set_output_delay [expr $clk_period * $clk_io_pct] -clock clk0 [all_outputs]

==> impl_metrics.xml <==
<?xml version="1.0" encoding="UTF-8"?>
<metrics>
  <group name="routing">
    <metric name="dr.pass1.iters" unit="">4</metric>
    <metric name="detail_route.vias_per_cell" unit="">5.41</metric>
    <metric name="n_antenna_cell" unit="">0</metric>
    <metric name="wirelength" unit="um">4020</metric>
    <metric name="drt_iter0_markers" unit="">70</metric>
    <metric name="antenna_violating_nets_post_route" unit="">0</metric>
    <metric name="wire_per_inst" unit="um">14.2</metric>
    <metric name="drt_drc_violations_left" unit="">0</metric>
    <metric name="route.vias.total" unit="">1532</metric>
  </group>
  <group name="die">
    <metric name="fp.dieW" unit="um">63.9</metric>
    <metric name="die_height" unit="um">63.9</metric>
    <metric name="top_level_ports" unit="">16</metric>
    <metric name="row_count" unit="">22</metric>
    <metric name="floorplan.initialDensity" unit="">0.523</metric>
    <metric name="chip_footprint" unit="um^2">4080</metric>
    <metric name="core_area" unit="um^2">3660</metric>
  </group>
  <group name="synth">
    <metric name="yosys_warnings" unit="">2</metric>
    <metric name="synth_flop_count" unit="">39</metric>
    <metric name="ys_cells" unit="">177</metric>
    <metric name="ys_seq_share" unit="">0.523</metric>
    <metric name="synthDistinctLibCells" unit="">40</metric>
    <metric name="post_synth_inst_count" unit="">177</metric>
    <metric name="yosys-top-cells-area" unit="">sky130_fd_sc_hd__edfxtp_1 (34%), sky130_fd_sc_hd__dfxtp_1 (18%), sky130_fd_sc_hd__xor2_1 (7.3%)</metric>
    <metric name="netlist_area" unit="um^2">1920</metric>
    <metric name="synth_top_cell_by_area" unit="">sky130_fd_sc_hd__edfxtp_1</metric>
    <metric name="async_flop_share" unit="">0</metric>
    <metric name="top_ff_cell_synth" unit="">sky130_fd_sc_hd__edfxtp_1</metric>
    <metric name="yosys-stat-area" unit="um^2">1920</metric>
    <metric name="synth_largest_type_area_fraction" unit="">0.345</metric>
    <metric name="synth-edff-count" unit="">22</metric>
    <metric name="average_instance_area_after_synthesis" unit="um^2">10.8</metric>
  </group>
  <group name="timing">
    <metric name="clock_skew" unit="ns">0.0241</metric>
    <metric name="final.hold.worst_slack" unit="ns">0.461</metric>
    <metric name="worst_slew_margin_rel" unit="">0.519</metric>
    <metric name="finalSetupTns" unit="ns">0</metric>
    <metric name="pin_slew_with_the_least_headroom_to_its_limit" unit="ns">0.722</metric>
    <metric name="hold_viol" unit="">0</metric>
    <metric name="report.final.slew_viol_count" unit="">0</metric>
    <metric name="grt_setup_unrepaired" unit="">yes</metric>
    <metric name="setup-violations-final" unit="">0</metric>
  </group>
  <group name="global_route">
    <metric name="antenna_found_initial" unit="">0</metric>
    <metric name="globalRouteTotalUtil" unit="">0.240</metric>
    <metric name="grt_max_degree" unit="">22</metric>
    <metric name="grt_overflow_total" unit="">0</metric>
    <metric name="wire_length_of_the_first_global_routing_pass" unit="um">7160</metric>
    <metric name="grt_pass1_vias" unit="">1599</metric>
  </group>
  <group name="clocking">
    <metric name="clk_pin_slew_worst_setup_hold_paths" unit="ns">0.04</metric>
    <metric name="clockRootBuffer" unit="">sky130_fd_sc_hd__clkbuf_8</metric>
    <metric name="cts_made_buffers" unit="">5</metric>
    <metric name="clock_path_buffers" unit="">2</metric>
    <metric name="clkSinkCount" unit="">39</metric>
    <metric name="htree_levels" unit="">2</metric>
    <metric name="cts_tree" unit="">built</metric>
    <metric name="clock_insertion_delay_worst_skew" unit="ns">0.36</metric>
  </group>
  <group name="critical_path">
    <metric name="critical_path.reg2reg.endpoint" unit="">period[0]</metric>
    <metric name="endpoint_kind" unit="">flop</metric>
    <metric name="critical_path.reg2reg.startpoint" unit="">state[0]</metric>
    <metric name="critical_path.max_fanout" unit="">4</metric>
    <metric name="setup.worst_path.class" unit="">input pin to flop</metric>
    <metric name="nature_of_the_critical_path_startpoint" unit="">input pin</metric>
    <metric name="rr_worst_depth" unit="">3</metric>
    <metric name="critical_path_required" unit="ns">1.66</metric>
    <metric name="critPathArrivalTime" unit="ns">1.65</metric>
    <metric name="r2r_slack" unit="ns">1.01</metric>
  </group>
  <group name="power">
    <metric name="power-per-cell-area" unit="nW/um^2">609</metric>
    <metric name="finalPower" unit="mW">1.49</metric>
    <metric name="irDropWorstVdd" unit="mV">0.527</metric>
    <metric name="p_leak" unit="nW">1.08</metric>
  </group>
  <group name="run_status">
    <metric name="run_status" unit="">finished, final reports clean</metric>
  </group>
  <group name="place">
    <metric name="detailed_place_hpwl" unit="um">2490</metric>
    <metric name="gpl.final_weighted_congestion" unit="">0.868</metric>
    <metric name="port_buffers" unit="">15</metric>
  </group>
  <group name="finish">
    <metric name="layout.cells.most_common" unit="">sky130_fd_sc_hd__inv_1</metric>
    <metric name="final_cell_mix" unit="">sky130_fd_sc_hd__inv_1 (41), sky130_fd_sc_hd__edfxtp_1 (22), sky130_fd_sc_hd__dfxtp_1 (17), sky130_fd_sc_hd__xor2_1 (16), sky130_fd_sc_hd__and2_1 (12)</metric>
    <metric name="syn_to_final_growth" unit="%">27.5</metric>
    <metric name="fraction_of_final_layout_cells_sized_beyond_drive_strength_1" unit="">0.123</metric>
  </group>
  <group name="min_path">
    <metric name="worstHoldEndpoint" unit="">period[1]</metric>
    <metric name="hold-path-cell-count" unit="">0</metric>
    <metric name="holdCritStartpoint" unit="">period[0]</metric>
    <metric name="worstHoldPathType" unit="">flop to flop</metric>
  </group>
  <group name="flow_run">
    <metric name="log.warning_count" unit="">68</metric>
    <metric name="max_cap_viol_count" unit="">0</metric>
  </group>
</metrics>
## cell families after synthesis
family                   after synthesis  synth area share
adder cells (fa/ha/maj)                1           0.00653
multiplexers                          12            0.0634
AND/OR/NAND/NOR                       69             0.209
flip-flops                            39             0.523
XOR/XNOR                              18            0.0823
buffers and inverters                 12            0.0320
AND-OR/OR-AND                         26            0.0843
## routing by layer
| layer | up-vias | GRT usage | wire length (um) | part of all wire |
|---|---|---|---|---|
| li1 | 764 | - | - | - |
| met2 | 50 | 0.313 | 1710 | 0.42 |
| met3 | 5 | 0.118 | 283 | 0.070 |
| met1 | 713 | 0.376 | 1990 | 0.50 |
| met5 | - | 0 | 0 | 0 |
| met4 | 0 | 0.0682 | 37 | 0.0092 |
## repair_timing
action | in CTS | in global routing
pin swaps | 5 | 4
hold buffers | 0 | 0
endpoints found under the setup margin | 28 | 23
setup buffers | 4 | 0
gates cloned | 1 | 0
gates resized | 44 | 7
## cells in the mapped netlist (all sizes together) (5+ instances only)
cell type,instances
and2,12
nand2,10
nor2,6
o21ai,11
nor4,7
dfxtp,17
mux2i,11
xor2,16
edfxtp,22
nand3,5
buf,7
nand4,9
## where the power goes
group | total (mW) | switching (mW) | internal [mW]
combinational | 0.221 | 0.103 | 0.118
sequential | 0.681 | 0.0826 | 0.599
clock | 0.585 | 0.294 | 0.290
## registers in the layout (all words and copies together) (netlist names)
name     cells
state        4
enable       1
period      16
out          1
ready        1
counter     16
## worst max-delay path: stages
cell and delay (ns):
sky130_fd_sc_hd__buf_6 0.10, sky130_fd_sc_hd__nor4b_4 0.24, sky130_fd_sc_hd__nand4_1 0.13, sky130_fd_sc_hd__buf_6 0.15
sky130_fd_sc_hd__buf_6 0.12, sky130_fd_sc_hd__o21ai_4 0.14, sky130_fd_sc_hd__buf_6 0.13
## final cells by class
type	instances	area [um^2]
fill	277	1220
multi-input combinational	126	913
tap	48	60.1
clock inverter	41	181
timing repair buffer	22	210
inverter	2	7.51
sequential	39	1000
clock buffer	5	68.8
## per-stage QoR
| stage | setup slack [ns] | cells | area [um^2] | utilization |
|---|---|---|---|---|
| after global placement | -0.675 | 235 | 2160 | 0.590 |
| after global routing | -0.0393 | 283 | 2440 | 0.667 |
| after CTS | -0.0666 | 285 | 2470 | 0.675 |
| after floorplan | -0.399 | 177 | 1960 | - |
| final | 0.0132 | 283 | 2440 | 0.667 |
| after detailed placement | -0.684 | 235 | 2160 | 0.590 |
## worst max path at each step
stage | from | to | slack [ns] | cells past startpoint
finish | add[5] | state[1] | 0.01 | 7
global route | add[5] | state[1] | -0.04 | 7
CTS | add[4] | period[1] | -0.07 | 7
Power is estimated from default activity; no workload was simulated.
