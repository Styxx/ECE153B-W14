**flow/constraint.sdc**
```tcl
current_design fixedperiodtimer

set clk_period 2.8
set clk_io_pct 0.2

create_clock -name clk0 -period $clk_period [get_ports {clock}]

set non_clock_inputs [all_inputs -no_clocks]
set_input_delay [expr $clk_period * $clk_io_pct] -clock clk0 $non_clock_inputs
set_output_delay [expr $clk_period * $clk_io_pct] -clock clk0 [all_outputs]
```
**flow/run.sh**
```bash
#!/bin/bash
# OpenROAD 26Q1-2900-gdf79404cd8, Yosys 0.63+post, stock flow scripts
make -C /OpenROAD-flow-scripts/flow DESIGN_CONFIG=/design/flow/config.mk WORK_HOME=/design/flow/orfs finish
```
**flow/design.v**
```verilog
module fixedperiodtimer(clock, out);
input clock;
output out;
wire clock;
reg out;
reg[10:0] counter;
always @ (posedge clock) begin
	counter <= counter + 1;
	if(counter == 999) begin
		counter <= 0;
		out <= 1'b0;
	end
	else 
		out <= 1'b1;
end
endmodule
```
**flow/config.mk**
```make
export PLATFORM = sky130hd
export DESIGN_NAME = fixedperiodtimer
export DESIGN_NICKNAME = fixedperiodtimer
export VERILOG_FILES = /design/flow/design.v
export SDC_FILE = /design/flow/constraint.sdc
export NUM_CORES = 4
export LEC_CHECK = 1
export CORE_AREA = 10 10 75 75
export DIE_AREA = 0 0 85 85
```
==> GITHUB_STEP_SUMMARY <==
### Flow metrics

| Metric | Value |
|---|---|
| Cycle use final | `0.558` |
| Setup_tns | `0 ns` |
| # port buffers | `1` |
| Crit path to | `out` |
| Peak supply drop | `0.308 mV` |
| Via count | `between 300 and 400` |
| Final wirelength | `793 um` |
| Crit path max-delay family | `buffers and inverters` |
| CTS tree | `built` |
| FF-to-FF Start | `counter[0]` |
| Vias in the first global route | `347` |
| Final hold violations | `0` |
| WP depth | `1` |
| Die X | `85 um` |
| 1st-iter DRT viols | `15` |
| WP data arrival | `1.00 ns` |
| H-tree levels | `1` |
| Setup WS post-layout | `between 1 and 1.5 ns` |
| Fillcell total | `approximately 440` |
| FP Util | `0.127` |
| Num rows | `23` |
| Req. time, crit path | `roughly 2.2 ns` |
| Yosys stat chip area | `about 510 sq um` |
| Post-DR wirelength/cell | `7.21 um` |
| Flop2flop setup slack | `1.31 ns` |
| Critical path cell sequence | `clkdlybuf4s50_1` |
| Pre-CTS setup slack | `1.31 ns` |
| Synthesized instance count | `56` |
| Max-slew violation count | `0` |
| Worst R2R End | `counter[8]` |
| # Post-CTS Setup Buffers | `0` |
| Final ANT Viol Nets | `0` |
| Final setup fails | `0` |
| OpenROAD warning count | `25` |
| CTS resizes | `0` |
| Post-synthesis cell count from yosys | `56` |
| Ys Warns | `1` |
| CP startpoint | `out` |
| Top cells excl fill/tap | `dfxtp_1, nand2_1, nand3_1` |
| P&R area growth vs syn | `24.1%` |
| Reg clk slew, reported paths | `roughly 0.050 ns` |
| Clock buffer depth | `2` |
| Most used logic cell in the final layout | `dfxtp_1` |
| Pin count of the biggest net entering global routing | `12` |
| Seq share, synth | `0.467` |
| Slowest stage delay, CP | `~0.46 ns` |
| Pwr Density | `549 nW/um^2` |
| Slew @ Worst Pin | `about 0.33 ns` |
| Netlist cell types | `21` |
| Final hold slack | `0.454 ns` |
| Aggregate global routing overflow | `0` |
| RePlAce Congestion | `0.724` |
| Late-Pin Clk Latency | `around 0.23 ns` |
| Outcome | `finished, final reports clean` |
| DP HPWL | `578 um` |
| N_diodes | `0` |
| Drt drc | `0` |
| Max_cap viols | `0` |
| Clock root buffer master | `clkbuf_8` |
| Static Leak | `0.226 nW` |
| Post-synthesis register bit count | `12` |
| Via density | `3.55` |
| CP Class | `reg2out` |
| Worst R2R Path Depth | `4` |
| Hold Path Class | `reg2reg` |
| Relative slew slack | `0.779` |
| First-pass GRT wire length | `1390 um` |
| First drt pass iteration count | `4` |
| Total core area | `4060 sq um` |
| Clk sink count | `12` |
| Layout cell share with drive strength beyond 1 | `0.117` |
| Period minus WS final | `approximately 1.6 ns` |
| Cell Area, Synth | `514 sq um` |
| CP endpoint kind | `output pin` |
| Layout Skew | `between 0.003 and 0.004 ns` |
| Crit-path max FO | `1` |
| Hold buffers post-CTS | `0` |
| Gr usage total | `0.0217` |
| Worst setup SP type | `flip-flop` |
| Max Fclk | `0.641 GHz` |
| Slowest CP cell | `clkdlybuf4s50_1` |
| Die height | `roughly 85 um` |
| Mean post-synth cell area | `a little over 9 sq um` |
| Ports | `2` |
| CTS Buf Count | `3` |
| Die area | `about 7200 sq um` |
| CP bufs+invs | `1` |
| RSZ-0062 raised after global routing | `false` |
| Initial antenna violation count | `0` |
==> worst min path at each step <==
stage                 depth (start not counted)        start     endpoint  slack (ns)
final                                         1  counter[10]  counter[10]        0.45
after global routing                          1  counter[10]  counter[10]        0.50
after CTS                                     1  counter[10]  counter[10]        0.46
==> kinds of logic (layout without fill, tap and decap cells) <==
family | Yosys count | count (layout) | share of synthesized area
DFF | 12 | 12 | 0.467
and+or+nand+nor | 25 | 25 | 0.285
adders and majority gates | 1 | 1 | 0.0243
buffers and inverters | 5 | 9 | 0.0365
AOI/OAI and AO/OA | 9 | 9 | 0.119
xor gates and xnor gates | 4 | 4 | 0.0681
==> sequential cells by signal, summed over array words and instances, names as in the netlist <==
| register | count |
|---|---|
| out | 1 |
| counter | 11 |
==> power breakdown <==
part           switching [mW]  leakage, nW  internal, mW
clock                  0.0559       0.0288         0.124
sequential                  0       0.0966         0.171
combinational               0        0.100             0
==> per-layer routing <==
layer,track usage,routed length [um],vias to the layer above
li1,-,-,209
met1,0.0264,406,172
met2,0.0341,328,7
met3,0.0116,49,2
met4,0.00299,8,0
met5,0,0,-
==> cells in the mapped netlist, drive strengths merged <==
library cell	number	area [sq um]
dfxtp	12	240
nand2	5	18.8
nand3	5	25.0
inv	4	15.0
nor2	4	15.0
o21ai	4	20.0
nor3	3	26.3
or4	3	22.5
xor2	3	26.3
a21oi	2	10.0
or3	2	12.5
clkbuf	1	3.75
ha	1	12.5
nand4	1	6.26
nor2b	1	6.26
o211ai	1	7.51
o221ai	1	15.0
o311ai	1	8.76
or4b	1	13.8
xnor2	1	8.76
==> stage by stage <==
stage | area [sq um] | power (mW) | util | cells
finish | 638 | 0.351 | 0.157 | 110
detailed placement | 583 | 0.174 | 0.144 | 106
global route | 638 | 0.365 | 0.157 | 110
CTS | 638 | 0.355 | 0.157 | 110
floorplan | 514 | 0.174 | - | 56
global placement | 583 | 0.174 | 0.144 | 106
==> worst register-to-register path: cells and delay by family, from the launching register on <==
family | cells | cell delay (ns)
flip-flops | 1 | 0.39
adder cells (fa/ha/maj) | 1 | 0.23
AND/OR/NAND/NOR | 2 | 0.71
AND-OR/OR-AND | 1 | 0.09
==> final cells by class <==
class	instances	area (sq um)	area share
Clock buffer	4	55.1	0.0863
Inverter	4	15.0	0.0235
Multi-Input combinational cell	39	255	0.400
Sequential cell	12	240	0.376
Tap cell	50	62.6	0.0980
Timing Repair Buffer	1	10.0	0.0157
Power is estimated from default activity; no workload was simulated.
